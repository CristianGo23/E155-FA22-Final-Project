File: flow/design.v
module top(input logic target, n_reset,
		   input logic [3:0] tunnel_p,
		   input logic lose_arch,
		   input logic enable_FSM,
		   output logic v_1, v_2,
		   output logic [6:0] seg7,
		   output logic [2:0] alert_MCU);
	logic reset;
	assign reset = ~n_reset;
	logic [25:0] counter;
	logic int_osc;
	logic clk;
	HSOSC #(.CLKHF_DIV(2'b01)) 
			hf_osc (.CLKHFPU(1'b1), .CLKHFEN(1'b1), .CLKHF(int_osc));
	always_ff @(posedge int_osc) begin
			counter <= counter + 1;
	end
	always_comb begin
			clk <= counter[17];
	end
	logic [3:0] ones, tens, seg7_input;
	assign v_1 = counter[17];
	assign seg7_input = v_2 ? ones : tens;
	assign v_2 = ~v_1;
	sevendecoder dec7(seg7_input, seg7);
	pinball_main pbm(.clk, .reset, .enable_FSM, .tunnel_p, .target, .lose_arch, .alert_MCU, .ones, .tens);
endmodule
module pinball_main(input logic clk, reset, enable_FSM,
	input logic [3:0] tunnel_p,
	input logic target, lose_arch,
	output logic [2:0] alert_MCU,
	output logic [3:0] ones, tens);
	logic enable_score;
	score_module scorem(.clk, .reset, .ones, .tens, .enable_score(enable_score && enable_FSM));
	pinball_fsm pfsm(.clk, .reset, .enable_FSM, .score({tens, ones}), .target, .tunnel_p, .lose_arch, .alert_MCU, .enable_score);
endmodule
module score_module(input logic clk, reset,
		    input logic enable_score,
		    output logic [3:0] ones, tens);
	logic [3:0] next_ones, next_tens;
	always_comb
		if (ones == 9) begin
			next_ones = 0;
			next_tens = tens + 1;
		end
		else begin
			next_ones = ones + 1;
			next_tens = tens;
		end
	flopenr #(8) score_flop(clk, reset, enable_score, {next_ones, next_tens}, {ones, tens});
endmodule
module pinball_fsm(input logic clk, reset, enable_FSM,
				   input logic [7:0] score,									 
				   input logic target,
									 input logic [3:0] tunnel_p,
									 input logic lose_arch,
									 output logic [2:0] alert_MCU,
									 output logic enable_score);
	typedef enum logic [3:0] {Sensing_State, Tunnel_P1_Wait, Tunnel_P1, Tunnel_P2_Wait, Tunnel_P2, Tunnel_P3, Tunnel_P3_Wait, Target_State, Target_Wait, Win_State, Lose_State} statetype;
  statetype state, nextstate;
  always_ff @(posedge clk)
	if (reset) state <= Sensing_State;
	else if (enable_FSM) state <= nextstate;
	else state <= state;
  always_comb
	case(state) 
		Sensing_State: if (score > 8'h07) nextstate = Win_State;  
					   else if (~lose_arch) nextstate = Lose_State;
					   else if (~tunnel_p[1]) nextstate = Tunnel_P1;
					   else if (target) nextstate = Target_State;
					   else nextstate = Sensing_State;
		Tunnel_P1: 		nextstate = Tunnel_P1_Wait;
		Tunnel_P1_Wait: 	   if (~tunnel_p[2]) nextstate = Tunnel_P2;
					   else if (~tunnel_p[0]) nextstate = Sensing_State;
					   else nextstate = Tunnel_P1_Wait;
		Tunnel_P2: 		nextstate = Tunnel_P2_Wait;
		Tunnel_P2_Wait:     if (~tunnel_p[3]) nextstate = Tunnel_P3;
					   else if (~tunnel_p[0]) nextstate = Sensing_State;
					   else nextstate = Tunnel_P2_Wait;
		Tunnel_P3:     nextstate = Tunnel_P3_Wait;
		Tunnel_P3_Wait: if (~tunnel_p[0]) nextstate = Sensing_State;
						else nextstate = Tunnel_P3_Wait;
		Target_State:  nextstate = Target_Wait;
		Target_Wait:   if (target) nextstate = Target_Wait;
					   else nextstate = Sensing_State;
		Win_State:     nextstate = Win_State;
		Lose_State:    nextstate = Lose_State;
		default: nextstate = Sensing_State;
	endcase
	assign enable_score = (state == Target_State | state == Tunnel_P1 | state == Tunnel_P2 | state == Tunnel_P3);
	always_comb
		case(state)
			Sensing_State: alert_MCU = 0;
			Tunnel_P1: alert_MCU = 1;
			Tunnel_P2: alert_MCU = 2;
			Tunnel_P3: alert_MCU = 3;
			Target_State: alert_MCU = 4;
			Win_State: alert_MCU = 5;
			Lose_State: alert_MCU = 6;
			Target_Wait: alert_MCU = 7;
			Tunnel_P1_Wait: alert_MCU = 1;
			Tunnel_P2_Wait: alert_MCU = 2;
			Tunnel_P3_Wait: alert_MCU = 3;
			default: alert_MCU = 0;
		endcase
endmodule
module sevendecoder(input logic [3:0] switch,
					output logic [6:0] seg);
	always_comb
			case(~switch)
			4'b0000: seg = 7'b0001110;
			4'b0001: seg = 7'b0000100;
			4'b0010: seg = 7'b0100001;
			4'b0011: seg = 7'b1000110;
			4'b0100: seg = 7'b0000011;
			4'b0101: seg = 7'b0001000;
			4'b0110: seg = 7'b0011000;
			4'b0111: seg = 7'b0000000;
			4'b1000: seg = 7'b1111000;
			4'b1001: seg = 7'b0000010;
			4'b1010: seg = 7'b0010010;
			4'b1011: seg = 7'b0011001;
			4'b1100: seg = 7'b0110000;
			4'b1101: seg = 7'b0100100;
			4'b1110: seg = 7'b1111001;
			4'b1111: seg = 7'b1000000;
			default: seg = 7'bxxxxxxx;
		endcase
endmodule
module flopenr #(parameter WIDTH = 8)
              (input  logic             clk, reset, en,
               input  logic [WIDTH-1:0] d, 
               output logic [WIDTH-1:0] q);
  always_ff @(posedge clk)
    if (reset)   q <= 0;
    else if (en) q <= d;
    else q <= q;
endmodule
File: flow/run.sh
#!/bin/bash
# OpenROAD 26Q1-2900-gdf79404cd8, Yosys 0.63+post, stock flow scripts
make -C /OpenROAD-flow-scripts/flow DESIGN_CONFIG=/design/flow/config.mk WORK_HOME=/design/flow/orfs finish
File: flow/config.mk
export PLATFORM = sky130hd
export DESIGN_NAME = pinball_main
export DESIGN_NICKNAME = pinball_main
export VERILOG_FILES = /design/flow/design.v
export SDC_FILE = /design/flow/constraint.sdc
export NUM_CORES = 4
export LEC_CHECK = 1
export CORE_AREA = 10 10 100 100
export DIE_AREA = 0 0 110 110
File: flow/constraint.sdc
current_design pinball_main

set clk_period 3.3
set clk_io_pct 0.2

create_clock -name clk0 -period $clk_period [get_ports {clk}]

set non_clock_inputs [all_inputs -no_clocks]
set_input_delay [expr $clk_period * $clk_io_pct] -clock clk0 $non_clock_inputs
set_output_delay [expr $clk_period * $clk_io_pct] -clock clk0 [all_outputs]
==> impl_metrics.env <==
# yosys + openroad results
export IMPL_timing_setup_tns_ps=0
export IMPL_p_leak_nw=0.494
export IMPL_ys_chip_area_um2=1110
export IMPL_worstSetupPathType="reg2reg"
export IMPL_critPathMaxFanout=4
export IMPL_ys_ff=15
export IMPL_postRouteAntennaNets=0
export IMPL_peakVddDrop_v=0.000148
export IMPL_reg2reg_from="scorem.score_flop.q[0]$_SDFFE_PP0P_"
export IMPL_ys_cells=131
export IMPL_worst_slew_pin_slew_ps=524
export IMPL_fin_crit_sh_pct=85.6
export IMPL_finalSetupViolations=0
export IMPL_skew_ps=2.58
export IMPL_holdPathEnd="scorem.score_flop.q[1]$_SDFFE_PP0P_"
export IMPL_edf_count=0
export IMPL_area_growth_pct=29.6
export IMPL_ios=20
export IMPL_gr_total_overflow=0
export IMPL_fp_util_pct=14.2
export IMPL_reg2regPathDepth=12
export IMPL_grt_pass1_vias=880
export IMPL_wirelength_mm=2.69
export IMPL_rrSetupSlack_ps=480
export IMPL_hold_violations=0
export IMPL_hold_class="reg2reg"
export IMPL_p_per_area_nw_per_um2=334
export IMPL_avgSynthCellArea_um2=8.44
export IMPL_fp_row_count=32
export IMPL_antenna_cells=0
export IMPL_min_period_ps=2820
export IMPL_end_kind="flip-flop"
export IMPL_holdPathStages=2
export IMPL_ys_types=49
export IMPL_yosysWarningCount=3
export IMPL_min_from="scorem.score_flop.q[1]$_SDFFE_PP0P_"
export IMPL_maxCapViolCount=0
export IMPL_mostFrequentLayoutCells="19 x clkdlybuf4s50_1, 15 x nor2_1, 15 x dfxtp_1"
export IMPL_p_total_w=0.000478
export IMPL_cp_required_ps=3460
export IMPL_coreArea_um2=7810
export IMPL_ys_seq_share_pct=27.1
export IMPL_tool_warnings=28
export IMPL_antenna_found_initial=0
export IMPL_clk_pin_slew_worst_paths_ps=60
export IMPL_clockBufferDepth=2
export IMPL_critPathLaunchType="flip-flop"
export IMPL_max_slew_margin_pct=64.9
export IMPL_fin_ws_ps=476
export IMPL_wire_per_inst_um=10.7
export IMPL_rsz0062_at_grt="false"
export IMPL_fmax_mhz=354
export IMPL_cts_htree_levels=1
export IMPL_cts_buffers=3
export IMPL_finalMaxSlewViolations=0
export IMPL_clock_latency_ps=240
export IMPL_avgViaCountPerCell=3.79
export IMPL_place_ws_ps=332
export IMPL_drive_gt1_share_pct=12.1
export IMPL_first_pass_iters=4
export IMPL_clock_sinks=15
export IMPL_mostFrequentLayoutCell="clkdlybuf4s50_1"
export IMPL_async_flop_share_pct=0
export IMPL_cts_tree="done"
export IMPL_drc_errors=0
export IMPL_cts_repair_resized=0
export IMPL_drt_iter0_markers=38
export IMPL_cp_arrival_ps=2990
export IMPL_root_buffer="clkbuf_8"
export IMPL_syn_inst=131
export IMPL_die_y_um=110
export IMPL_routed_via_count=952
export IMPL_status="finished clean"
export IMPL_grt_max_degree=16
export IMPL_grt_pass1_wl_mm=4.39
export IMPL_post_dp_hpwl_mm=2.12
export IMPL_dieWidth_um=110
export IMPL_place_gp_congestion=0.814
export IMPL_postCtsHoldBufs=0
export IMPL_port_buffers=19
export IMPL_grtUsageTotal_pct=4.44
export IMPL_syn_cell_area_um2=1110
export IMPL_flop_cell="dfxtp_1"
export IMPL_reg2reg_to="alert_MCU[1]$_DFF_P_"
export IMPL_postCtsSetupBuffers=0
export IMPL_die_area_um2=12100
-- layout make-up --
class | instances | area (µm²)
clock buffer | 4 | 45.0
fill | 869 | 6370
inverter | 9 | 33.8
multi-input combinational | 101 | 729
sequential | 15 | 300
tap | 102 | 128
timing repair buffer | 20 | 198
-- flip-flops by register name, summed over array words and instances, names as in the netlist --
register	flops
scorem.score_flop.q	8
alert_MCU	3
pfsm.state	4
-- routing by layer --
metal  up-vias  GRT usage (%)  wire [µm]
met3         2           1.53        183
li1        502              -          -
met5         -              0          0
met1       434           6.24       1380
met2        14           6.69       1110
met4         0          0.372         16
-- worst max path at each step --
stage	depth (start not counted)	startpoint	slack (ps)	endpoint
CTS	12	scorem.score_flop.q[0]$_SDFFE_PP0P_	440	alert_MCU[1]$_DFF_P_
global route	12	scorem.score_flop.q[0]$_SDFFE_PP0P_	200	alert_MCU[1]$_DFF_P_
finish	12	scorem.score_flop.q[0]$_SDFFE_PP0P_	480	alert_MCU[1]$_DFF_P_
-- cell usage after synthesis (all sizes together) (2+ instances only) --
master	count	share of area, %
nand2b	2	1.1
nor2	15	5.1
nand2	11	3.7
nor2b	5	2.8
ha	5	5.7
a211oi	3	3.2
o21ai	6	3.1
and3b	3	2.4
mux2	2	2.0
a2111oi	2	3.8
a21oi	10	5.9
dfxtp	15	27
o22ai	3	1.7
xor2	3	2.4
xnor2	3	2.4
nor3	3	1.8
inv	9	3.1
nand4	2	1.1
buf	4	3.2
clkbuf	2	0.68
nand3	5	2.3
or4	2	2.0
-- where the power goes --
| part | switching [W] | leakage [nW] | internal, W |
|---|---|---|---|
| Sequential | 0.0000187 | 0.122 | 0.000192 |
| Clock | 0.0000621 | 0.0228 | 0.0000853 |
| Combinational | 0.0000546 | 0.349 | 0.0000653 |
-- worst max-delay path, cell delays in order, from the launching register on --
cell and delay, ps:
dfxtp_1 360, inv_1 100, ha_1 220, a211oi_1 490, nand2_1 170, nor3_1 210, nor2_1 60, o22ai_1 240
nor2b_1 240, ha_1 170, inv_1 40, mux2_1 280, o22ai_1 160
-- stage by stage --
| step | std cells | hold slack [ps] | area, µm² | utilization, % |
|---|---|---|---|---|
| 3_5_place_dp | 247 | 512 | 1390 | 17.8 |
| 6_report | 251 | 513 | 1430 | 18.4 |
| 4_1_cts | 251 | 519 | 1430 | 18.4 |
| 3_3_place_gp | 247 | 509 | 1390 | 17.8 |
| 5_1_grt | 251 | 564 | 1430 | 18.4 |
| 2_1_floorplan | 131 | 462 | 1110 | - |
-- kinds of logic after synthesis --
group           after synthesis  synth area share, %
flops                        15                 27.1
simple gates                 53                 27.1
mux                           3                 2.94
compound gates               34                 25.5
xor+xnor                      6                 4.75
buf+inv                      15                 6.90
fa+ha+maj                     5                 5.66
Power figures rest on the tool's default switching activity, not on a simulated workload.
